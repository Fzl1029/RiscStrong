==> flow/design.v <==
module mux_3_in( in0, in1, sel, outdata);
input[31:0] in0, in1;
input sel;
output[31:0]outdata;
reg[31:0] outdata;
always @(*)begin
case(sel)
    1'b0:outdata<=in0;
    1'b1:outdata<=in1;
endcase
end
endmodule
==> flow/run.sh <==
#!/bin/bash
# OpenROAD 26Q1-2900-gdf79404cd8, Yosys 0.63+post, stock flow scripts
make -C /OpenROAD-flow-scripts/flow DESIGN_CONFIG=/design/flow/config.mk WORK_HOME=/design/flow/orfs finish
==> flow/config.mk <==
export PLATFORM = sky130hd
export DESIGN_NAME = mux_3_in
export DESIGN_NICKNAME = mux_3_in
export VERILOG_FILES = /design/flow/design.v
export SDC_FILE = /design/flow/constraint.sdc
export NUM_CORES = 4
export LEC_CHECK = 1
export CORE_AREA = 10 10 70 70
export DIE_AREA = 0 0 80 80
==> flow/constraint.sdc <==
current_design mux_3_in

set clk_period 1.0
set clk_io_pct 0.2

create_clock -name clk0 -period $clk_period

set non_clock_inputs [all_inputs -no_clocks]
set_input_delay [expr $clk_period * $clk_io_pct] -clock clk0 $non_clock_inputs
set_output_delay [expr $clk_period * $clk_io_pct] -clock clk0 [all_outputs]
==> flow_metrics.env <==
# yosys + openroad results
export IMPL_outcome="complete, but fails checks"
export IMPL_violations="setup timing"
export IMPL_area_leaders="mux2_4, buf_12, mux2_2"
export IMPL_antennaDiodeCount=0
export IMPL_final_util_pct=49.7
export IMPL_io_pins=97
export IMPL_vias_per_cell=3.80
export IMPL_yosysChipArea_sq_um=544
export IMPL_cp_arrival_ns=0.98
export IMPL_yosys_cells=36
export IMPL_p_leak_nw=0.990
export IMPL_ys_warn_count=1
export IMPL_hold_path_cell_count=3
export IMPL_avgRoutedWirePerCell_microns=14.8
export IMPL_syn_avg_cell_area_sq_um=15.1
export IMPL_nClkBuffers=0
export IMPL_dp_hpwl_microns=2400
export IMPL_hold_viol=0
export IMPL_synth_cell_types=4
export IMPL_rsz0062_at_grt="true"
export IMPL_syn_area_sq_um=544
export IMPL_final_area_sq_um=1700
export IMPL_route_detailed_drc=0
export IMPL_gp_congestion=0.760
export IMPL_tightest_slew_ns=0.0611
export IMPL_maxCapViolCount=0
export IMPL_grt_pass1_wl_microns=4150
export IMPL_cp_data_required_time_ns=0.80
export IMPL_fin_tns_setup_ns=-5.03
export IMPL_drt_wl_total_microns=2850
export IMPL_die_height_microns=80
export IMPL_worst_setup_path_type="primary input to output port"
export IMPL_flop_count=0
export IMPL_final_common_cell="dlygate4sd2_1"
export IMPL_irDropWorstVdd_mv=0.173
export IMPL_whs_ns=0.694
export IMPL_dieArea_sq_um=6400
export IMPL_relSlewSlack_pct=95.9
export IMPL_setup_ws_ns=-0.175
export IMPL_min_from="in0[24]"
export IMPL_areaGrowthSynthToFinish_pct=212
export IMPL_grt_max_degree=8
export IMPL_fp_util_pct=15.9
export IMPL_hold_path_class="primary input to output port"
export IMPL_start_kind="primary input"
export IMPL_slew_violations=0
export IMPL_firstDrtPassIters=2
export IMPL_hold_path_end="outdata[24]"
export IMPL_critPathCaptureType="output port"
export IMPL_fmax_mhz=851
export IMPL_post_route_period_util_pct=118
export IMPL_warning_count=34
export IMPL_placed_cell_area_sq_um=1540
export IMPL_regArea_sq_um=0
export IMPL_fp_row_count=21
export IMPL_grt_overflow_total=0
export IMPL_synth_cells=36
export IMPL_path_max_fanout=7
export IMPL_yosysTopAreaCellShare_pct=82.8
export IMPL_lay_top_cells="dlygate4sd2_1, mux2_4, buf_6"
export IMPL_powerDensity_nw_per_um2=389
export IMPL_period_needed_ns=1.18
export IMPL_antenna_found_initial=0
export IMPL_route_antenna_remaining_nets=0
export IMPL_portBuffers=97
export IMPL_core_sq_um=3420
export IMPL_grt_total_usage_pct=7.87
export IMPL_die_w_microns=80
export IMPL_vias=730
export IMPL_power_uw=660
export IMPL_first_iter_violations=4
export IMPL_grt_pass1_vias=824
export IMPL_drive_gt1_share_pct=56.2
export IMPL_ys_seq_share_pct=0
export IMPL_yosysTopAreaCell="mux2_4"
export IMPL_final_setup_viol_count=32
## metrics by stage
stage	setup WS (ns)	std cells
CTS	-0.178	192
detailed placement	-0.497	177
floorplan	0.0669	36
finish	-0.175	192
global route	-0.194	192
global placement	-0.492	177
## worst max path at each step
stage | startpoint | to | slack [ns] | cells after the start
CTS | sel | outdata[0] | -0.18 | 5
finish | sel | outdata[31] | -0.18 | 5
global route | sel | outdata[31] | -0.19 | 5
## where the power goes
| group | switching, mW | internal (mW) | total, mW | leakage (nW) |
|---|---|---|---|---|
| Combinational | 0.141 | 0.519 | 0.660 | 0.990 |
| Sequential | 0 | 0 | 0 | 0 |
| Clock | 0 | 0 | 0 | 0 |
| Total | 0.141 | 0.519 | 0.660 | 0.990 |
## critical path: stages
cell	delay (ns)
buf_12	0.11
buf_12	0.13
buf_8	0.12
mux2_4	0.30
buf_6	0.11
## synth_stat cells (all sizes together)
library cell  number
mux2              32
buf                4
## timing repair
item / 4_1_cts / 5_1_grt
endpoints found under the setup margin: 32 / 32
gates resized: 170 / 23
gates cloned: 1 / 0
buffers inserted: 14 / 0
hold buffers: 0 / 0
## layer usage
layer	track usage, %	vias to the layer above	share of wire (%)
li1	-	362	-
met3	3.07	0	11
met1	8.97	317	40
met5	0	-	0
met4	0	0	0
met2	14.3	51	49
## layout make-up
cell class / instances / area [sq um]
Timing Repair Buffer: 114 / 1160
Tap cell: 46 / 57.6
Fill cell: 327 / 1720
Multi-Input combinational cell: 32 / 480
## cell families after synthesis
family	Yosys count	share of synthesized area, %
mux	32	86.9
buf+inv	4	13.1
Power and IR drop assume default switching activity.
