==> ./design.v <==
module load_type_generator( load_type,in_data,out_data );
input[2:0] load_type;
input[31:0] in_data;
output[31:0] out_data;
reg[31:0] out_data;
always@(*) begin
case(load_type)
    3'b000:out_data={{24{in_data[15]}},in_data[7:0]};
    3'b001:out_data={{16{in_data[15]}},in_data[15:0]};
    3'b010:out_data=in_data;
    3'b100:out_data={{24{1'b0}},in_data[7:0]};
    3'b101:out_data={{16{1'b0}},in_data[15:0]};
    default:out_data=8'h00000000;
endcase
end
endmodule
==> ./run.sh <==
#!/bin/bash
# OpenROAD 26Q1-2900-gdf79404cd8, Yosys 0.63+post, stock flow scripts
make -C /OpenROAD-flow-scripts/flow DESIGN_CONFIG=/design/flow/config.mk WORK_HOME=/design/flow/orfs finish
==> ./config.mk <==
export PLATFORM = sky130hd
export DESIGN_NAME = load_type_generator
export DESIGN_NICKNAME = load_type_generator
export VERILOG_FILES = /design/flow/design.v
export SDC_FILE = /design/flow/constraint.sdc
export NUM_CORES = 4
export LEC_CHECK = 1
export CORE_AREA = 10 10 70 70
export DIE_AREA = 0 0 80 80
==> ./constraint.sdc <==
current_design load_type_generator

set clk_period 3.9
set clk_io_pct 0.2

create_clock -name clk0 -period $clk_period

set non_clock_inputs [all_inputs -no_clocks]
set_input_delay [expr $clk_period * $clk_io_pct] -clock clk0 $non_clock_inputs
set_output_delay [expr $clk_period * $clk_io_pct] -clock clk0 [all_outputs]
==> flow_metrics.env <==
# flow metrics
export IMPL_wl_met3_um=159
export IMPL_drt_iter0_drc=36
export IMPL_routed_via_density=4.20
export IMPL_final_hold_violation_count=0
export IMPL_ys_sh_xor_pct=0
export IMPL_fin_crit_sh_pct=88.9
export IMPL_die_x_um=80
export IMPL_whs_endpoint="out_data[5]"
export IMPL_yosys_mux_area_fraction_pct=12.7
export IMPL_drt_met1_wl_um=982
export IMPL_drc_errors=0
export IMPL_ir_drop_v=0.0000361
export IMPL_globalRouteOverflowTotal=0
export IMPL_critPathMaxFanout=11
export IMPL_dp_hpwl_mm=2.36
export IMPL_tool_warnings=32
export IMPL_period_needed_ns=3.47
export IMPL_min_from="in_data[5]"
export IMPL_hold_class="in -> out"
export IMPL_worstSetupEndpointType="output pin"
export IMPL_setup_tns_ns=0
export IMPL_drt_wl_total_mm=2.70
export IMPL_powerDensity_nw_per_um2=99.0
export IMPL_p_leak_nw=0.411
export IMPL_ys_sh_aoi_pct=35.4
export IMPL_synth_yosys_chip_area_um2=552
export IMPL_io_buffers=67
export IMPL_min_path_cells=3
export IMPL_fmax_ghz=0.288
export IMPL_slew_violations=0
export IMPL_synthCells=72
export IMPL_p_clk_share_pct=0
export IMPL_cp_required_ns=3.12
export IMPL_simple_gate_share_pct=36.3
export IMPL_grt_pass1_wl_mm=3.85
export IMPL_top_layer_used="met3"
export IMPL_final_seq_area_um2=0
export IMPL_relSlewSlack_pct=63.2
export IMPL_num_antenna_cells=0
export IMPL_synth_cell_types=17
export IMPL_num_clock_buffers=0
export IMPL_num_rows=21
export IMPL_yosys_warnings=1
export IMPL_ant_nets=0
export IMPL_power_switching_mw=0.0373
export IMPL_maxCapViolCount=0
export IMPL_crit_type="in -> out"
export IMPL_dieArea_um2=6400
export IMPL_setup_viol=0
export IMPL_dr_total_vias=743
export IMPL_ys_cells=72
export IMPL_fa_ha_area_share_pct=0
export IMPL_postCtsSetupBuffers=0
export IMPL_wl_met2_mm=1.56
export IMPL_drtPass1Iterations=4
export IMPL_seq_cells=0
export IMPL_antenna_found_initial=0
export IMPL_yosysSeqAreaShare_pct=0
export IMPL_grt_max_degree=19
export IMPL_avgSynthCellArea_um2=7.66
export IMPL_die_y_um=80
export IMPL_p_int_mw=0.0839
export IMPL_grt_usage_pct=7.30
export IMPL_p_comb_share_pct=100.0
export IMPL_synth_cell_area_um2=552
export IMPL_power_mw=0.121
export IMPL_wl_per_cell_um=15.3
export IMPL_first_global_vias=754
export IMPL_gp_congestion=0.692
export IMPL_arrival_ns=2.69
export IMPL_tightest_slew_ns=0.552
export IMPL_hold_buffers=0
export IMPL_core_area_um2=3420
export IMPL_io_pin_count=67
export IMPL_switching_share_pct=30.8
export IMPL_status="completed"
export IMPL_grt_setup_unrepaired="false"
export IMPL_fp_util_pct=16.2
export IMPL_syn_to_final_growth_pct=122
export IMPL_num_fill_cells=362
export IMPL_logic_family="simple AND/OR/NAND/NOR gates"
export IMPL_drive_gt1_share_pct=12.2
export IMPL_critPathLaunchType="input pin"
export IMPL_power_frac_seq_pct=0
export IMPL_cts_resized=0
## synth_stat cells, drive strengths merged
| cell | n | area share (%) |
|---|---|---|
| a21oi | 16 | 21 |
| nand3b | 16 | 22 |
| buf | 10 | 14 |
| and2 | 8 | 9.1 |
| mux2i | 7 | 13 |
| o2bb2ai | 7 | 11 |
| clkbuf | 2 | 1.6 |
| nand2b | 1 | 2.5 |
| nor2 | 1 | 0.68 |
| nor2b | 1 | 1.1 |
| o21a | 1 | 1.4 |
| o21ai | 1 | 1.6 |
| or2 | 1 | 1.1 |
## power by group through the flow
stage,Sequential (mW),Clock [mW],Combinational (mW)
finish,0,0,0.121
global route,0,0,0.131
CTS,0,0,0.124
## cell usage in the layout (no fill, tap or decap)
master / instances
clkdlybuf4s50_1: 67
nand3b_1: 16
a21oi_2: 10
and2_1: 8
mux2i_1: 7
o2bb2ai_1: 7
a21oi_1: 6
buf_4: 4
nor2b_1: 1
or2_0: 1
nand2b_4: 1
o21ai_2: 1
nor2_1: 1
o21a_1: 1
## worst max-delay path: stages
cell and delay (ns):
clkdlybuf4s50_1 0.67, nor2b_1 0.57, o2bb2ai_1 0.18, clkdlybuf4s50_1 0.49
## logic make-up after synthesis
| kind of cell | after synthesis |
|---|---|
| simple gates | 28 |
| mux | 7 |
| buf+inv | 12 |
| compound gates | 25 |
## layout make-up
cell class / instances / area (µm²) / share of cell area [%]
timing repair buffer: 71 / 701 / 57.3
multi-input combinational: 60 / 465 / 38.0
tap: 46 / 57.6 / 4.70
## stage by stage
stage	hold slack (ns)	utilization [%]	cell area, µm²	std cells	worst slack (ns)
final	2.48	35.8	1220	177	0.432
after global routing	2.50	35.8	1220	177	0.312
after CTS	2.49	35.8	1220	177	0.426
after detailed placement	2.49	35.8	1220	177	0.428
after global placement	2.49	35.8	1220	177	0.499
after floorplan	1.62	-	552	72	1.76
## worst max path at each step
stage	startpoint	end	slack, ns	cells past startpoint
4_1_cts	load_type[1]	out_data[8]	0.43	4
5_1_grt	load_type[1]	out_data[11]	0.31	4
6_report	load_type[1]	out_data[11]	0.43	4
## layer usage
| metal | track usage [%] | vias to the layer above |
|---|---|---|
| met5 | 0 | - |
| met4 | 0 | 0 |
| met3 | 1.48 | 0 |
| met2 | 15.1 | 19 |
| met1 | 7.58 | 346 |
| li1 | - | 378 |
Power and IR drop assume default switching activity.
