$ cat design.v
module im_generator( instin,imgsel,imout);
input[31:0] instin;
input[2:0] imgsel;
output[31:0] imout;
reg[31:0] imout;
always @(*) begin
case(imgsel)
    3'b000:imout={{21{instin[31]}},instin[30:25],instin[24:21],instin[20]};                     
    3'b001:imout={{21{instin[31]}},instin[30:25],instin[11:8],instin[7]};                       
    3'b010:imout={{20{instin[31]}},instin[7],instin[30:25],instin[11:8],1'b0};                  
    3'b011:imout={instin[31],instin[30:20],instin[19:12],12'b0};                                
    3'b100:imout={{12{instin[31]}},instin[19:12],instin[20],instin[30:25],instin[24:21],1'b0};  
    default:imout=32'b0;
endcase
end
endmodule
$ cat run.sh
#!/bin/bash
# OpenROAD 26Q1-2900-gdf79404cd8, Yosys 0.63+post, stock flow scripts
make -C /OpenROAD-flow-scripts/flow DESIGN_CONFIG=/design/flow/config.mk WORK_HOME=/design/flow/orfs finish
$ cat config.mk
export PLATFORM = sky130hd
export DESIGN_NAME = im_generator
export DESIGN_NICKNAME = im_generator
export VERILOG_FILES = /design/flow/design.v
export SDC_FILE = /design/flow/constraint.sdc
export NUM_CORES = 4
export LEC_CHECK = 1
export CORE_AREA = 10 10 70 70
export DIE_AREA = 0 0 80 80
$ cat constraint.sdc
current_design im_generator

set clk_period 2.7
set clk_io_pct 0.2

create_clock -name clk0 -period $clk_period

set non_clock_inputs [all_inputs -no_clocks]
set_input_delay [expr $clk_period * $clk_io_pct] -clock clk0 $non_clock_inputs
set_output_delay [expr $clk_period * $clk_io_pct] -clock clk0 [all_outputs]
==> results.sh <==
# physical design summary
export IMPL_hpwl_mm=2.242
export IMPL_ant_nets=0
export IMPL_power_density_nw_per_um2=160.8
export IMPL_relSlewSlack=0.8317
export IMPL_p_int_mw=0.1422
export IMPL_arrival_ns=2.07
export IMPL_largest_area_cell="a21oi_1"
export IMPL_ios=67
export IMPL_period_needed_ns=2.605
export IMPL_worst_path_buf_inv=3
export IMPL_worstMarginPinSlew_ns=0.2524
export IMPL_drv_slew=0
export IMPL_max_freq_mhz=383.8
export IMPL_antennaDiodeCount=0
export IMPL_crit_path_cell_trace="clkdlybuf4s50_1 -> nor2b_2 -> buf_4 -> a21oi_1 -> o22ai_1 -> clkdlybuf4s50_1"
export IMPL_critical_path_slowest_cell="clkdlybuf4s50_1"
export IMPL_grt_ovfl_total=0
export IMPL_die_width_um=80
export IMPL_rsz0062_at_grt="no"
export IMPL_design_area_um2=1276
export IMPL_ys_cells=94
export IMPL_ir_worst_vdd_uv=50.32
export IMPL_portBuffers=60
export IMPL_p_leak_nw=0.5392
export IMPL_cts_hold_buf=0
export IMPL_grt_max_degree=12
export IMPL_synth_cell_types=20
export IMPL_top_area_frac=0.1574
export IMPL_drc=0
export IMPL_cp_start_kind="input port"
export IMPL_synthesis_area_um2=540.5
export IMPL_share_seq_of_total_power=0
export IMPL_ys_warn_count=1
export IMPL_initCoreUtil=0.1582
export IMPL_topCellsByArea="a21oi_1 16%, nand2_1 15%, o22ai_1 14%"
export IMPL_nFillCells=363
export IMPL_gp_congestion=0.7242
export IMPL_grt_usage=0.07458
export IMPL_core_area_um2=3416
export IMPL_cp_top_family="buffers and inverters"
export IMPL_maxCapViolCount=0
export IMPL_top_cell="nand2_1"
export IMPL_hold_end="imout[31]"
export IMPL_cp_required_ns=2.16
export IMPL_seq_area_um2=0
export IMPL_critPathMaxStageDelay_ns=0.51
export IMPL_area_growth_syn_to_layout_pct=136.1
export IMPL_routedWlPerCell_um=12.36
export IMPL_wl_mm=2.558
export IMPL_drt_initial_drc_count=49
export IMPL_antenna_found_initial=0
export IMPL_finalHoldViolations=0
export IMPL_drt_pass1_iter_count=4
export IMPL_yosys_top_cells_count="22 x nand2_1, 17 x a21oi_1, 12 x o22ai_1, 7 x nor2b_1"
export IMPL_log_warning_count=39
export IMPL_avgSynthCellArea_um2=5.750
export IMPL_path_common_cell="clkdlybuf4s50_1"
export IMPL_power_frac_clock=0
export IMPL_row_count=21
export IMPL_outcome="complete, no violations"
export IMPL_vias=872
export IMPL_combPwrFrac=1.000
export IMPL_setup_viol=0
export IMPL_netlist_instances=94
export IMPL_min_from="imgsel[0]"
export IMPL_period_used=0.9650
export IMPL_p_switching_mw=0.06309
export IMPL_hold_path_depth=4
export IMPL_drive_gt1_frac=0.1553
export IMPL_grt_pass1_vias=805
export IMPL_crit_fanout=8
export IMPL_grt_pass1_wl_mm=3.995
export IMPL_p_total_mw=0.2053
export IMPL_p_sw_frac=0.3074
export IMPL_ff_count=0
export IMPL_via_per_inst=4.213
export IMPL_ys_chip_area_um2=540.5
export IMPL_setup_tns_ns=0
export IMPL_nClkBuffers=0
export IMPL_synth_seq_share=0
export IMPL_dpl_instance_area_um2=1277
export IMPL_die_area_um2=6400
export IMPL_worstSetupPathType="input port to output pin"
export IMPL_die_h_um=80
export IMPL_min_path_type="input port to output pin"
export IMPL_utilization=0.3736
export IMPL_crit_path_end_kind="output pin"
through the flow:
step	cells	hold WS, ns	worst slack, ns
floorplan	94	1.134	0.8588
global placement	207	1.998	-0.09842
detailed placement	207	2.004	-0.1105
CTS	207	2.003	0.05100
global route	207	2.023	0.02550
finish	207	1.987	0.09452
tightest hold or removal path: stages:
cell	delay, ns
dlygate4sd2_1	0.26
o21ai_0	0.08
and2_1	0.16
clkdlybuf4s50_1	0.40
metal layers:
| layer | up-vias | share of wire | track usage |
|---|---|---|---|
| li1 | 457 | - | - |
| met1 | 387 | 0.43 | 0.09756 |
| met2 | 28 | 0.51 | 0.1292 |
| met3 | 0 | 0.058 | 0.01591 |
| met4 | 0 | 0 | 0 |
| met5 | - | 0 | 0 |
kinds of logic after synthesis:
kind of cell    synth area share
simple gates              0.3935
compound gates            0.3217
buf+inv                   0.1620
mux                       0.1018
fa+ha+maj                0.02083
layout by cell type, fill, tap and decap left out:
cell,n
nand2b_4,1
clkdlybuf4s50_1,57
nand2b_1,5
mux2_2,4
mux2i_1,1
o21ai_0,1
nor2b_1,6
nand2_1,22
buf_12,1
o32ai_1,1
and2_0,1
o22ai_1,12
maj3_2,1
a21oi_1,17
nor3_1,1
and3b_1,1
and2b_1,2
nor2b_2,1
buf_4,17
dlygate4sd2_1,3
inv_1,5
and2_1,1
power by group through the flow:
stage | Sequential (mW) | Clock, mW | Combinational [mW]
4_1_cts | 0 | 0 | 0.210
5_1_grt | 0 | 0 | 0.226
6_report | 0 | 0 | 0.205
timing repair:
item | in CTS | in global routing
gates resized | 3 | 1
setup endpoints to repair | 28 | 9
buffers inserted | 0 | 0
how the worst max path moves through the flow:
stage | depth (start not counted) | slack (ns) | from | endpoint
4_1_cts | 6 | 0.05 | instin[31] | imout[16]
5_1_grt | 6 | 0.03 | instin[31] | imout[15]
6_report | 6 | 0.09 | instin[31] | imout[16]
area by class of cell:
cell class         instances  area (µm²)  area share
repair buffers            78       744.5      0.5833
multi-input cells         78       455.4      0.3569
well taps                 46       57.56     0.04510
inverters                  5       18.77     0.01471
Power is estimated from default activity; no workload was simulated.
